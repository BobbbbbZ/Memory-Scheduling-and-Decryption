===== /design/flow/config.mk =====
export PLATFORM = sky130hd
export DESIGN_NAME = task2a
export DESIGN_NICKNAME = task2a
export VERILOG_FILES = /design/flow/design.v
export SDC_FILE = /design/flow/constraint.sdc
export NUM_CORES = 4
export LEC_CHECK = 1
export CORE_UTILIZATION = 50

===== /design/flow/constraint.sdc =====
current_design task2a

set clk_period 5.3
set clk_io_pct 0.2

create_clock -name clk0 -period $clk_period [get_ports {clk}]

set non_clock_inputs [all_inputs -no_clocks]
set_input_delay [expr $clk_period * $clk_io_pct] -clock clk0 $non_clock_inputs
set_output_delay [expr $clk_period * $clk_io_pct] -clock clk0 [all_outputs]

===== /design/flow/design.v =====
module task2a(input logic clk, input logic sig_start,
            input [23:0] key, input [7:0] data_in,
            output logic t_done, output logic t_write,
            output logic [7:0] mem_address, output logic [7:0] mem_data);
        logic [6:0] state;
        logic [7:0] i, j, data_i, data_j;
        logic t_getend;
        parameter keylength = 3;
        logic [7:0] secret_key_byte[0:2];
        assign secret_key_byte[0] = key[23:16];  
	    assign secret_key_byte[1] = key[15:8];  
	    assign secret_key_byte[2] = key[7:0];  
        parameter idle              = 7'b0000000;
        parameter initial_value     = 7'b0000100;
        parameter checki            = 7'b0001000;
        parameter geti_1            = 7'b0001100;
        parameter getj              = 7'b0010000;
        parameter getj_1            = 7'b0010100;
        parameter swap              = 7'b1010100;
        parameter sj2si             = 7'b0101000;
        parameter sjwrite2si        = 7'b0000010; 
        parameter si2sj             = 7'b0101100;
        parameter siwrite2sj        = 7'b0000110;
        parameter increment         = 7'b0110000;
        parameter finish            = 7'b0000001;
        parameter geti_2            = 7'b0111000;
        parameter geti_3            = 7'b0111100;
        parameter geti_4            = 7'b1111100;
        parameter getj_2            = 7'b1000000;
        parameter getj_3            = 7'b1000100;
        parameter getj_4            = 7'b1001000;
        assign t_done = state[0]; 
	    assign t_write = state[1];  
        always_ff @(posedge clk) begin
            case (state)
                idle: if (sig_start) state <= initial_value;
                        else state <= idle;
                initial_value: state <= checki;
                checki: if (t_getend) state <= finish;
                        else state <= geti_1;
                geti_1: state <= geti_2;
                geti_2: state <= geti_3;
                geti_3: state <= geti_4;
                geti_4: state <= getj;
                getj: state <= getj_1;
                getj_1: state <= getj_2;
                getj_2: state <= getj_3;
                getj_3: state <= getj_4;
                getj_4: state <= swap;
                swap: state <= si2sj;
                si2sj: state <= siwrite2sj;
                siwrite2sj: state <= sj2si;
                sj2si: state <= sjwrite2si;
                sjwrite2si: state <= increment; 
                increment: state <= checki;
                finish: state <= idle;
                default: state <= idle;
            endcase
        end
        always_ff @(posedge clk) begin
            case (state)
            initial_value: begin
                i <= 8'd0;
                j <= 8'd0;
                data_i <= data_i; 
				data_j <= data_j; 
                mem_address <= mem_address;
                mem_data <= mem_data;
                t_getend <= 1'b0;
            end
            geti_1: begin
                i <= i; 
                j <= j; 
                data_i <= data_i;
                data_j <= data_j;
                mem_address <= i;
                mem_data <= mem_data;
                if (i == 8'hFF) t_getend <= 1'b1;
                else t_getend <= 1'b0;
           end
            geti_4: begin
                i <= i; 
                j <= j;
                data_i <= data_in;
                data_j <= data_j;
                mem_address <= mem_address;
                mem_data <= mem_data; 
                t_getend <= t_getend;
           end
            getj: begin
                i <= i; 
                j <= (j + data_i + secret_key_byte[i%keylength]);
                data_i <= data_i; 
                data_j <= data_j;
                mem_address <= mem_address;
                mem_data <= mem_data; 
                t_getend <= t_getend;
            end
            getj_1: begin
                i <= i; 
                j <= j;
                data_i <= data_i; 
                data_j <= data_j;
                mem_address <= j;
                mem_data <= mem_data; 
                t_getend <= t_getend;
            end
           getj_4: begin
                i <= i; 
			    j <= j;
			    data_i <= data_i; 
                data_j <= data_in;
                mem_address <= mem_address;
                mem_data <= mem_data; 
                t_getend <= t_getend;
            end
            si2sj: begin
                i <= i; 
			    j <= j;
			    data_i <= data_i; 
			    data_j <= data_j; 
                mem_address <= j;
                mem_data <= data_i;
                t_getend <= t_getend;
            end
            sj2si: begin
                i <= i; 
			    j <= j;
			    data_i <= data_i; 
			    data_j <= data_j; 
                mem_address <= i;
                mem_data <= data_j;
                t_getend <= t_getend;
            end
            increment: begin
                i <= i + 8'd1;
                j <= j; 
                data_i <= data_i; 
                data_j <= data_j; 
                mem_address <= mem_address;
                mem_data <= mem_data; 
                t_getend <= t_getend;
            end
            default: begin 
                i <= i; 
                j <= j;
                data_i <= data_i; 
                data_j <= data_j; 
                mem_address <= mem_address;
                mem_data <= mem_data; 
                t_getend <= t_getend;
			end 
            endcase
        end 
endmodule

===== /design/flow/run.sh =====
#!/bin/bash
# OpenROAD 26Q1-2900-gdf79404cd8, Yosys 0.63+post, stock flow scripts
make -C /OpenROAD-flow-scripts/flow DESIGN_CONFIG=/design/flow/config.mk WORK_HOME=/design/flow/orfs finish

==> results.py <==
# Generated from Yosys and OpenROAD reports
metrics = {
    "synth": {
        "yosys_area_um2": 3690,
        "async_flop_share_pct": 0,
        "yosys_cells": 359,
        "edf_count": 49,
        "ys_types": 67,
        "ys_ff": 56,
        "ys.flop_type": "edfxtp_1",
        "ys_seq_share_pct": 43.7,
        "ys_warn_count": 2,
        "syn-cell-area_um2": 3690,
        "syn_area_per_cell_um2": 10.3,
        "netlist_instances": 359,
    },
    "finish": {
        "mostFrequentLayoutCell": "buf_4",
        "drive_gt1_share_pct": 27.8,
        "fin_util_pct": 72.6,
        "design_area_um2": 5040,
        "syn_to_final_growth_pct": 36.7,
        "final_cells": 567,
        "lay_top_cells": "74 x buf_4, 51 x clkdlybuf4s50_1, 49 x edfxtp_1",
    },
    "timing": {
        "tightest_slew_ps": 779,
        "period_used_pct": 117,
        "period_needed_ps": 6190,
        "finClkSkew_ps": 9.63,
        "slew_viol_final": 0,
        "finalHoldViolations": 0,
        "max_slew_margin_pct": 47.7,
        "rsz0062_at_grt": "true",
        "finalWorstSetupSlack_ps": -890,
        "setup_viol": 6,
        "fmax_ghz": 0.162,
    },
    "worst_setup_path": {
        "regToRegEndpoint": "j[7]",
        "r2r_slack_ps": -890,
        "critPathBufInv": 3,
        "worst_path_max_delay_cell": "or4_4",
        "crit_family": "adder cells",
        "critPathMaxFanout": 6,
        "r2r_cells": 31,
        "endpoint_kind": "register",
        "max_stage_delay_ps": 540,
        "cpMostUsedCell": "ha_4",
        "timing.rr.start": "i[6]",
        "start_kind": "register",
        "worstPathArrival_ps": 6260,
        "crit_type": "reg -> reg",
        "crit_required_ps": 5370,
    },
    "cts": {
        "clk_latency_ps": 320,
        "htreeDepth": 2,
        "cts_made_buffers": 5,
        "clk_pin_slew_worst_paths_ps": 110,
        "clockBufferDepth": 2,
        "cts_tree": "built",
        "root_buffer": "clkbuf_8",
        "cts_sinks": 56,
    },
    "floorplan": {
        "io_pins": 52,
        "die_area_um2": 7720,
        "core_area_um2": 6940,
        "chipHeight_um": 87.9,
        "initCoreUtil_pct": 53.1,
        "die_width_um": 87.9,
        "row_count": 30,
    },
    "routing": {
        "via_per_inst": 5.44,
        "drt_pass1_iterations": 4,
        "drt-total-wl_mm": 8.61,
        "wl_per_cell_um": 15.2,
        "diodes": 0,
        "ant_nets": 0,
        "num_vias": 3086,
        "drc": 0,
        "drt_iter0_markers": 82,
    },
    "global_route": {
        "grt_usage_pct": 25.2,
        "grt_pass1_vias": 3078,
        "grt-ovfl-total": 0,
        "antenna_found_initial": 0,
        "grt_max_degree": 21,
        "grt_pass1_wl_mm": 14.1,
    },
    "place": {
        "gp_congestion": 0.911,
        "dp.cells": 551,
        "dp_hpwl_mm": 6.63,
        "port-buffer-count": 51,
        "place_ws_ps": -1120,
        "placed_area_um2": 4810,
    },
    "worst_hold_path": {
        "hold_depth": 2,
        "hold_end": "mem_data[0]",
        "hold_path.class": "reg -> reg",
        "min-delay-start": "data_j[0]",
    },
    "run": {
        "drv_cap": 0,
        "warning_count": 34,
    },
    "run_status": {
        "outcome": "finished, violations left",
        "violations": "setup timing",
    },
}
==> cell families (layout without fill, tap and decap cells) <==
kind of cell             after synthesis  in the layout  share of synthesized area [%]
flip-flops                            56             56                           43.7
XOR/XNOR                              19             19                           4.51
multiplexers                          15             15                           4.48
AND/OR/NAND/NOR                      113            113                           16.0
adder cells (fa/ha/maj)               22             22                           9.09
buffers and inverters                 42            154                           4.92
AND-OR/OR-AND                         92             92                           17.3
==> tightest hold or removal path, delay by kind of cell, from the launching register on <==
kind / cells / cell delay (ps)
compound gates: 1 / 60
flops: 1 / 340
simple gates: 1 / 50
==> how the worst max path moves through the flow <==
stage	endpoint	cells after the start	slack, ps	startpoint
final	j[7]	31	-890	i[6]
after CTS	j[7]	30	-870	i[6]
after global routing	j[7]	31	-1200	i[7]
==> Yosys cell counts, types with 3 or more instances <==
library cell,n,area share (%)
edfxtp_1,49,40
nand2_1,30,3.1
nor2_1,27,2.7
o21ai_0,24,3.3
inv_1,20,2.0
a21oi_1,17,2.3
clkbuf_1,14,1.4
ha_1,14,4.8
mux2_2,12,3.7
nor3_1,12,1.6
xnor2_1,12,2.9
a22oi_1,8,1.6
fa_1,8,4.3
dfxtp_1,7,3.8
xor2_1,7,1.7
nand3_1,6,0.81
nor2b_1,6,1.0
and3_1,5,0.85
nor4_1,5,0.85
a21o_1,4,0.81
buf_4,4,0.81
o211ai_1,4,0.81
o21a_1,4,0.81
a211oi_1,3,0.61
a31oi_1,3,0.51
mux2i_1,3,0.81
==> routing by layer <==
layer / GRT usage, % / up-vias / share of wire [%]
met3: 6.01 / 7 / 5.8
met1: 40.3 / 1436 / 46
met4: 2.24 / 0 / 0.85
met5: 0 / - / 0
met2: 39.6 / 85 / 48
li1: - / 1558 / -
==> area by class of cell <==
type	instances	area [um2]
Multi-Input combinational cell	261	2060
Clock inverter	3	28.8
Tap cell	96	120
Fill cell	501	1900
Inverter	20	75.1
Clock buffer	5	68.8
Timing Repair Buffer	126	1080
Sequential cell	56	1610
==> flip-flops by register name (all words and copies together) (netlist names) <==
register,cells
mem_address,8
data_j,8
j,8
i,8
t_getend,1
state,7
mem_data,8
data_i,8
==> through the flow <==
| stage | setup TNS (ps) | hold slack, ps |
|---|---|---|
| global placement | -4470 | 517 |
| finish | -3650 | 551 |
| global route | -5740 | 579 |
| floorplan | -4690 | 496 |
| CTS | -3600 | 554 |
| detailed placement | -5250 | 527 |
==> what timing repair did <==
action	CTS	global route
pin swaps	5	6
gates resized	11	7
endpoints found under the setup margin	7	8
buffers inserted	7	1
hold buffers	0	0
gates cloned	0	0
