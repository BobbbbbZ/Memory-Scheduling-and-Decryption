### flow/design.v
module clk_divider (input logic inclk,input logic rst, input logic [31:0] div, output logic outclk);
	logic [31:0] counter;
	always_ff @(posedge inclk, negedge rst) begin
		if (~rst) counter <= 32'b0;
		else if (counter >= div - 1) counter <= 32'b0;
		else counter <= counter + 1;	
	end
	always_ff @ (posedge inclk, negedge rst) begin
		if (~rst) outclk <= 1'b0;
		else if (counter >= div - 1) outclk <= ~outclk;
		else outclk <= outclk;
	end	
endmodule
### flow/run.sh
#!/bin/bash
# OpenROAD 26Q1-2900-gdf79404cd8, Yosys 0.63+post, stock flow scripts
make -C /OpenROAD-flow-scripts/flow DESIGN_CONFIG=/design/flow/config.mk WORK_HOME=/design/flow/orfs finish
### flow/config.mk
export PLATFORM = sky130hd
export DESIGN_NAME = clk_divider
export DESIGN_NICKNAME = clk_divider
export VERILOG_FILES = /design/flow/design.v
export SDC_FILE = /design/flow/constraint.sdc
export NUM_CORES = 4
export LEC_CHECK = 1
export CORE_UTILIZATION = 50
### flow/constraint.sdc
current_design clk_divider

set clk_period 8.4
set clk_io_pct 0.2

create_clock -name clk0 -period $clk_period [get_ports {inclk}]

set non_clock_inputs [all_inputs -no_clocks]
set_input_delay [expr $clk_period * $clk_io_pct] -clock clk0 $non_clock_inputs
set_output_delay [expr $clk_period * $clk_io_pct] -clock clk0 [all_outputs]
==> impl_metrics.toml <==
# flow metrics
[status]
outcome = "finished clean"

[detailed_routing]
wl_per_cell_um = 13.0
first_iter_violations = 90
drtPass1Iterations = 4
wl_um = 5490
drc_errors = 0
diodes = 0
avgViaCountPerCell = 5.21
ant_nets = 0
vias = 2205

[yosys]
yosys_warnings = 1
synth_top_flop_cell = "dfrtp_1"
netlist_area_um2 = 2740
top_area_share_pct = 30.2
synth.top_cells.by_count = "nor2_1, xnor2_1, ha_1"
synthArstFlopShare_pct = 100
avgSynthCellArea_um2 = 8.81
top_cell = "nor2_1"
syn_inst = 311
ys_chip_area_um2 = 2740
ys_types = 34
ys_ff = 33
synthTopCellsByArea = "dfrtp_1, ha_1, xnor2_1"
ys_cells = 311
edf_count = 0
synth_seq_share_pct = 30.2
top_area_cell = "dfrtp_1"

[global_route]
grt.total_usage_pct = 20.4
grt-ovfl-total = 0
grt_pass1_vias = 2034
antenna_found_initial = 0
grt_max_degree = 34
grt_pass1_wl_um = 9420

[cts]
htree_num_levels = 2
cts_buffers = 5
post_cts_buffers = 0
clock_sinks = 33
clkTransAtPathRegs_ns = 0.07
root_buffer = "clkbuf_8"
clock.latency.late_pin_ns = 0.28
cts_tree = "yes"
cts_resized = 0
cts_hold_buf = 0
clk_path_buf_depth = 2

[setup_path]
cp.arrival_ns = 5.69
start_kind = "primary input"
cp-end-kind = "flop"
worstPathMaxFanout = 33
crit_required_ns = 8.55
path_class = "primary input to flop"

[power]
p_leak_nw = 1.41
peakVddDrop_mv = 0.0816
powerDensity_nw_per_um2 = 97.9

[place]
finalWeightedCongestion = 0.816
dp_hpwl_um = 4300
pre_cts_ws_ns = 2.55
portBuffers = 34

[die]
ios = 35
die_y_um = 76.0
num_rows = 26
die_w_um = 76.0
fp_util_pct = 52.6
chipArea_um2 = 5780
coreArea_um2 = 5200

[final_timing]
final_max_slew_viol_count = 0
worst_pin_slew_ns = 0.793
clock.fmax_mhz = 180
min_period_ns = 5.54
rsz0062_at_grt = "no"
tns_ns = 0
finalCritPeriodShare_pct = 66.0
setup_viol = 0
finClkSkew_ns = 0.00385
hold_viol_final = 0
worst_slack_ns = 2.86
slew_headroom_pct = 46.7

[hold_path]
hold_class = "flop to flop"

[run]
warnings = 26
maxCapViolCount = 0

[cells_and_area]
regArea_um2 = 826
drive_above_1_share_pct = 5.38
syn_to_final_growth_pct = 19.2
fill_cells = 440
final-comb-area_um2 = 1880
-- registers in the layout, indices dropped and copies added, names as in the netlist --
| signal | count |
|---|---|
| counter | 32 |
| outclk | 1 |
-- cells in the final DEF, fill, tap and decap left out, types with 4 or more instances in the layout --
cell,Yosys,routed
nor2_1,54,54
xnor2_1,35,35
ha_1,34,34
clkdlybuf4s50_1,0,34
dfrtp_1,33,33
xor2_1,25,25
nand2_1,22,22
nand3_1,20,20
nor3_1,15,15
a21oi_1,12,12
nand4_1,10,10
inv_1,7,7
nor4_1,7,7
clkbuf_8,0,5
and4_1,4,4
-- worst paths after layout --
path	from	end	slack, ns	depth (start not counted)
min reg2reg	outclk	outclk	0.47	1
max reg2reg	counter[11]	outclk	6.09	8
max in group asynchronous	rst	counter[11]	6.29	2
max	div[9]	outclk	2.86	15
min in group asynchronous	rst	counter[1]	1.81	2
min	outclk	outclk	0.47	1
-- where the power goes --
| group | switching [mW] | internal, mW | leakage, nW |
|---|---|---|---|
| Sequential | 0.000243 | 0.159 | 0.435 |
| Clock | 0.0549 | 0.0573 | 0.0450 |
| Combinational | 0.0219 | 0.0260 | 0.930 |
-- kinds of logic (layout without fill, tap and decap cells) --
family                     count (synthesis)  after routing  share of synthesized area, %
adders and majority gates                 34             34                          15.5
DFF                                       33             33                          30.2
and+or+nand+nor                          148            148                          27.9
xor gates and xnor gates                  60             60                          19.2
AOI/OAI and AO/OA                         26             26                          5.89
buffers and inverters                     10             52                          1.37
-- critical path: stages --
cell	delay [ns]
clkdlybuf4s50_1	0.49
or4_4	0.53
or3_4	0.38
or4_4	0.47
nand2b_4	0.19
nor4_4	0.23
xnor2_1	0.14
ha_1	0.27
a21oi_1	0.15
nand2_1	0.06
a221o_1	0.34
a211oi_1	0.25
o21ai_2	0.08
buf_4	0.24
xor2_1	0.18
-- layout make-up --
type                            count  share of cell area [%]
Timing Repair Buffer               37                    11.1
Clock buffer                        6                    2.22
Clock inverter                      2                   0.307
Inverter                            7                   0.805
Sequential cell                    33                    25.3
Tap cell                           70                    2.68
Multi-Input combinational cell    268                    57.6
-- layer usage --
| metal | wire length, um | vias to the layer above | global-route usage [%] |
|---|---|---|---|
| met1 | 3000 | 993 | 35.5 |
| met3 | 119 | 4 | 2.43 |
| met5 | 0 | - | 0 |
| met4 | 30 | 0 | 1.54 |
| li1 | - | 1185 | - |
| met2 | 2340 | 23 | 29.1 |
-- per-stage QoR --
step	total power [mW]	util, %	cell area, um2	cells	hold WS [ns]
5_1_grt	0.335	62.7	3260	423	0.496
4_1_cts	0.324	62.7	3260	423	0.476
6_report	0.320	62.7	3260	423	0.469
3_3_place_gp	0.210	61.1	3180	415	0.457
2_1_floorplan	0.181	-	2740	311	0.420
3_5_place_dp	0.211	61.1	3180	415	0.461
Power and IR drop assume default switching activity.
