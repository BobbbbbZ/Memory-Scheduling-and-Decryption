==> ./design.v <==
module task2b (
                input clk,
                input sig_start,
                input logic [7:0] rom_data,
                input logic [7:0] mem_out,
                output wren_ram,
                output t_done,
                output wren,
                output logic [4:0] rom_addr,
                output logic [4:0] ram_addr,
                output logic [7:0] ram_data,
                output logic [7:0] mem_address,
                output logic [7:0] mem_data);
  logic [11:0] state;
  logic si_en, sj_en, f_en;
  logic [7:0] i, j, k, si, sj, f;
  parameter idle              = 12'b000000_000000;
  parameter increment_i       = 12'b000001_000000;
  parameter geti_1            = 12'b000010_000000;
  parameter geti_2            = 12'b000000_001000;
  parameter geti_3            = 12'b000001_001000;
  parameter getj_1            = 12'b000011_000000;
  parameter getj_2            = 12'b000100_000000;
  parameter getj_3            = 12'b000000_010000;
  parameter getj_4            = 12'b000001_010000;
  parameter si2sj             = 12'b000101_000000;
  parameter siwrite2sj        = 12'b000000_000010;
  parameter siwrite2sj_wait   = 12'b000001_000010;
  parameter sj2si             = 12'b000110_000000;
  parameter sjwrite2si        = 12'b000010_000010;
  parameter sjwrite2si_wait   = 12'b000011_000010;
  parameter getf_1            = 12'b000111_000000;
  parameter getf_2            = 12'b000000_100000;
  parameter getf_3            = 12'b000001_100000;
  parameter getk_1            = 12'b001000_000000;
  parameter getk_2            = 12'b001001_000000;
  parameter xor_f             = 12'b001010_000000;
  parameter writek            = 12'b000000_000100;
  parameter increment_k       = 12'b001100_000000;
  parameter done              = 12'b000000_000001;
  assign t_done = state[0];  
  assign wren      = state[1];  
  assign wren_ram   = state[2];    
  assign si_en   = state[3];  
  assign sj_en   = state[4];  
  assign f_en     = state[5];  
parameter message_length = 8'd32;
always_ff @(posedge clk) begin
    case (state)
      idle: begin
        if (sig_start) begin
          state <= increment_i;
          i <= 0;
          j <= 0;
          k <= 0;
        end
      end
      increment_i: begin
        i <= i + 1;
        ram_addr <= k;
        rom_addr <= k;
        state <= geti_1;
      end
      geti_1: begin
        mem_address <= i;
        state <= geti_2;
      end
      geti_2: state <= geti_3;
      geti_3: state <= getj_1;
      getj_1: begin
        j <= j + si;
        state <= getj_2;
      end
      getj_2: begin
        mem_address <= j;
        state <= getj_3;
      end
      getj_3: state <= getj_4;
      getj_4: state <= si2sj;
      si2sj: begin
        mem_address <= j;
        mem_data <= si;
        state <= siwrite2sj;
      end
      siwrite2sj: state <= siwrite2sj_wait;
      siwrite2sj_wait: state <= sj2si;
      sj2si: begin
        mem_address <= i;
        mem_data <= sj;
        state <= sjwrite2si;
      end
      sjwrite2si: state <= sjwrite2si_wait;
      sjwrite2si_wait: state <= getf_1;
      getf_1: begin
        mem_address <= si + sj;
        state <= getf_2;
      end
      getf_2: state <= getf_3;
      getf_3: state <= getk_1;
      getk_1: state <= getk_2;
      getk_2: state <= xor_f;
      xor_f: begin
        ram_data <= f ^ rom_data;
        state <= writek;
      end
      writek: state <= increment_k;
      increment_k: begin
        if (k == (message_length - 8'b1)) state <= done;
        else begin
          k <= k + 1;
          state <= increment_i;
        end
      end        
      done: state <= idle;
    endcase
  end
always_ff @(posedge clk) begin
    if (si_en) si <= mem_out;
    if (sj_en) sj <= mem_out;
    if (f_en) f <= mem_out;
  end
endmodule
==> ./run.sh <==
#!/bin/bash
# OpenROAD 26Q1-2900-gdf79404cd8, Yosys 0.63+post, stock flow scripts
make -C /OpenROAD-flow-scripts/flow DESIGN_CONFIG=/design/flow/config.mk WORK_HOME=/design/flow/orfs finish
==> ./config.mk <==
export PLATFORM = sky130hd
export DESIGN_NAME = task2b
export DESIGN_NICKNAME = task2b
export VERILOG_FILES = /design/flow/design.v
export SDC_FILE = /design/flow/constraint.sdc
export NUM_CORES = 4
export LEC_CHECK = 1
export CORE_UTILIZATION = 50
==> ./constraint.sdc <==
current_design task2b

set clk_period 3.9
set clk_io_pct 0.2

create_clock -name clk0 -period $clk_period [get_ports {clk}]

set non_clock_inputs [all_inputs -no_clocks]
set_input_delay [expr $clk_period * $clk_io_pct] -clock clk0 $non_clock_inputs
set_output_delay [expr $clk_period * $clk_io_pct] -clock clk0 [all_outputs]
==> flow_metrics.py <==
# Synthesis and PnR figures
metrics = {
    "synthesis": {
        "mappedNetlistArea_mm2": 0.00441,
        "ys_cells": 364,
        "yosys_area_mm2": 0.00441,
        "postSynthCellCount": 364,
        "synth_top_area_share_pct": 59.2,
        "synthArstFlopShare_pct": 0,
        "yosys.area.top_type": "edfxtp_1",
        "synth_top_flop_cell": "edfxtp_1",
        "yosys_warnings": 1,
        "netlist_top_cells_area": "edfxtp_1 (59%), xor2_1 (4.6%), ha_1 (4.5%), nor2_1 (4.0%), xnor2_1 (2.4%)",
        "postSynthAreaPerCell_um2": 12.1,
        "netlist-cell-type-count": 53,
        "top_cells_by_count": "edfxtp_1 (87), nor2_1 (47), xor2_1 (23)",
        "numSynthFlops": 87,
        "yosysMostFrequentCell": "edfxtp_1",
        "yosysSeqAreaShare_pct": 59.2,
        "post_synth_tally_of_flip_flops_with_integrated_enable": 87,
    },
    "job": {
        "tool_warnings": 26,
        "max_cap_viol_count": 0,
    },
    "route": {
        "insertedDiodeCount": 0,
        "routed_wire_per_std_cell_um": 16.1,
        "final_antenna_net_count": 0,
        "wl_um": 8490,
        "post-route-drc-count": 0,
        "num_vias": 2843,
        "first_iter_violations": 127,
        "drt_first_pass_iters": 4,
        "route.detailed.vias_per_inst": 5.39,
    },
    "floorplanning": {
        "design.core.area_mm2": 0.00838,
        "std_cell_rows": 33,
        "die.size.y_um": 96.0,
        "chipWidth_um": 96.0,
        "fp_core_util_pct": 52.7,
        "pin_count": 55,
        "chip_area_mm2": 0.00921,
    },
    "layout": {
        "register_area_mm2": 0.00261,
        "layout.filler_cells": 647,
        "area.growth.synth_to_final_pct": 19.2,
        "finish.cell_count_without_fillers": 527,
        "stdcell_area_mm2": 0.00526,
        "final_layout_size_suffix_gt1_share_pct": 7.11,
        "combGateArea_mm2": 0.00166,
    },
    "global_route": {
        "grt_max_degree": 22,
        "globalRoute.totalOverflow": 0,
        "grt_first_pass_wirelength_um": 13400,
        "first_global_vias": 2619,
        "track_usage_pct": 21.4,
        "antenna_found_initial": 0,
    },
    "timing": {
        "max_slew_margin_pct": 53.3,
        "worst_pin_slew_ps": 701,
        "worst_clock_skew_ps": 9.71,
        "finalSetupViolations": 0,
        "rsz0062_at_grt": "false",
        "final-hold-violation-count": 0,
        "max_freq_mhz": 352,
        "slew_violations": 0,
        "final.period_utilization_pct": 72.8,
        "fin_tns_setup_ps": 0,
        "final_critical_period_ps": 2840,
    },
    "clocking": {
        "cts_tree": "done",
        "cts-hold-fix-buffers": 0,
        "postCtsSetupBuffers": 0,
        "cts_bufs_inserted": 9,
        "clock_insertion_delay_worst_skew_ps": 360,
        "cts.clk_slew.worst_paths_ps": 90,
        "postCtsResizedCells": 0,
        "root_buffer": "clkbuf_8",
        "cts_num_sinks": 87,
        "clk_path_buf_depth": 2,
        "cts_htree_levels": 3,
    },
    "power": {
        "ir_worst_vdd_uv": 216,
        "total_leakage_power_nw": 1.86,
        "total_power_mw": 1.79,
        "power.density_mw_per_mm2": 341,
    },
    "critical_path": {
        "crit-reg2reg-launch": "state[1]",
        "critical_path.cell_chain": "or4_4, or4b_4, a311o_1, o31ai_1, nor4_1, a21oi_1, buf_4",
        "critical_path.slowest_cell": "or4_4",
        "cp_slowest_stage_delay_ps": 590,
        "timing.critical_path.fanout_max": 11,
        "cp-end-kind": "flop",
        "worst-endpoint-arrival_ps": 2910,
        "critPathLaunch": "state[1]",
        "critical_setup_path_class": "reg2reg",
        "worst_ep_required_time_ps": 3970,
        "crit_path_start_kind": "flop",
    },
    "placed_design": {
        "dpl-instance-area_mm2": 0.00504,
        "placed_cells": 511,
        "portBuffers": 54,
        "dp_hpwl_um": 6300,
        "gp_congestion": 0.931,
    },
    "hold_path": {
        "worst_min_path_start": "k[4]",
        "worstHoldPathType": "reg2reg",
    },
    "outcome": {
        "outcome": "complete, no violations",
    },
}
metal layers:
layer | track usage (%) | vias to the layer above | routed length, um | share of wire, %
li1 | - | 1447 | - | -
met1 | 37.1 | 1320 | 3900 | 46
met2 | 32.2 | 64 | 4140 | 49
met3 | 4.18 | 12 | 308 | 3.6
met4 | 2.49 | 0 | 139 | 1.6
met5 | 0 | - | 0 | 0
metrics by stage:
stage	hold slack, ps	utilization [%]	setup slack (ps)
floorplan	463	-	946
global placement	482	60.1	1090
detailed placement	489	60.1	1080
CTS	509	62.8	1070
global route	524	62.8	827
finish	499	62.8	1060
cell usage in the layout, fill, tap and decap left out, types with 2 or more instances in the layout:
| master | count |
|---|---|
| or2_2 | 2 |
| a21o_1 | 3 |
| clkdlybuf4s50_1 | 54 |
| buf_4 | 6 |
| o41ai_1 | 2 |
| nor4_1 | 4 |
| o21ai_1 | 5 |
| inv_1 | 13 |
| a221o_1 | 2 |
| inv_6 | 3 |
| nor2b_1 | 4 |
| nand3_1 | 13 |
| nand2b_1 | 4 |
| o21bai_1 | 2 |
| xnor2_1 | 12 |
| o21ai_0 | 7 |
| ha_1 | 16 |
| xor2_1 | 23 |
| and3_1 | 7 |
| o31ai_1 | 3 |
| edfxtp_1 | 87 |
| clkinvlp_4 | 2 |
| nand3b_1 | 3 |
| or4_1 | 2 |
| a21oi_1 | 13 |
| fa_1 | 2 |
| or3_1 | 3 |
| bufinv_16 | 2 |
| nor3_1 | 9 |
| clkbuf_8 | 9 |
| nand2_1 | 21 |
| a22oi_1 | 4 |
| nor2_1 | 47 |
| o211ai_1 | 2 |
| mux2_1 | 7 |
| nor4b_1 | 2 |
| a31oi_1 | 5 |
worst paths after layout:
check	to	slack [ps]	cells after the start
max	state[1]	1060	7
min	ram_addr[4]	500	0
max reg2reg	state[1]	1060	7
min reg2reg	ram_addr[4]	500	0
critical path: cells and delay by family (launching register included):
family | cells | cell delay (ps)
AND-OR/OR-AND | 3 | 620
buffers and inverters | 1 | 210
flip-flops | 1 | 530
AND/OR/NAND/NOR | 3 | 1200
kinds of logic (layout without fill, tap and decap cells):
group           count (synthesis)  count (layout)  synth area share (%)
simple gates                  131             131                  15.2
flops                          87              87                  59.2
compound gates                 55              55                  8.19
xor+xnor                       35              35                  6.94
buf+inv                        31              89                  3.26
fa+ha+maj                      18              18                  5.44
mux                             7               7                  1.79
layout make-up:
type | instances | area share, %
clock buffer | 9 | 2.35
clock inverter | 7 | 1.93
timing repair buffer | 60 | 11.1
inverter | 13 | 0.927
multi-input combinational | 246 | 31.5
tap | 105 | 2.50
sequential | 87 | 49.7
registers in the layout (all words and copies together), names as in the netlist:
name	count
ram_addr	5
f	8
j	8
i	8
state	10
si	8
ram_data	8
mem_data	8
sj	8
mem_address	8
k	8
report_power, final:
group / total (mW) / internal [mW] / switching [mW]
clock: 0.709 / 0.367 / 0.341
combinational: 0.0555 / 0.0327 / 0.0228
sequential: 1.03 / 1.02 / 0.00460
Power figures rest on the tool's default switching activity, not on a simulated workload.
